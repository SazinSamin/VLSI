[./config.mk]
export PLATFORM = sky130hd
export DESIGN_NAME = fadder32bit
export DESIGN_NICKNAME = fadder32bit
export VERILOG_FILES = /design/flow/design.v
export SDC_FILE = /design/flow/constraint.sdc
export NUM_CORES = 4
export LEC_CHECK = 1
export CORE_AREA = 10 10 98 98
export DIE_AREA = 0 0 108 108
[./constraint.sdc]
current_design fadder32bit

set clk_period 26.9
set clk_io_pct 0.2

create_clock -name clk0 -period $clk_period

set non_clock_inputs [all_inputs -no_clocks]
set_input_delay [expr $clk_period * $clk_io_pct] -clock clk0 $non_clock_inputs
set_output_delay [expr $clk_period * $clk_io_pct] -clock clk0 [all_outputs]
[./design.v]
module fadder32bit(sum,cout,a,b,cin,clk,rst);
	parameter n = 32;
	input [n-1:0]a,b;
	input cin,clk,rst;
	output reg[n-1:0]sum;
	output reg cout;
	reg [n-1:0]ai,bi;
	reg ci;
	always @(posedgeclk)begin
		ai<=a;   bi<=b;
		ci<=cin;
	if(~rst)begin
		sum<=0;
		cout<=0;
	end
	else
		{cout,sum}<=ai+bi+ci;
	end
endmodule
[./run.sh]
#!/bin/bash
# OpenROAD 26Q1-2900-gdf79404cd8, Yosys 0.63+post, stock flow scripts
make -C /OpenROAD-flow-scripts/flow DESIGN_CONFIG=/design/flow/config.mk WORK_HOME=/design/flow/orfs finish
==> impl_metrics.py <==
# Auto-generated metrics
metrics = {
    "sta": {
        "hold_viol": 0,
        "period_needed_ps": 14240,
        "setup_violations": 0,
        "holdWs_ps": 11930,
        "setup-tns-final_ps": 0,
        "worst_slew_pin_slew_ps": 635.6,
        "fmax_ghz": 0.07025,
        "rsz0062_at_grt": "false",
        "timing.final.crit_share_pct": 52.92,
        "slew_viol_final": 0,
        "max_slew_margin_pct": 57.28,
    },
    "worst_hold_path": {
        "hold_path.class": "input pin to output port",
    },
    "synthesis": {
        "netlist_area_um2": 2260,
        "ys_types": 66,
        "yosysChipArea_um2": 2260,
        "yosysCellCount": 338,
        "yosysSeqAreaShare_pct": 0,
        "synth_warnings": 1,
        "syn_inst": 338,
        "avgSynthCellArea_um2": 6.685,
    },
    "cells_and_area": {
        "flops": 0,
        "lay_top_count": "clkdlybuf4s50_1",
        "final_cell_mix": "clkdlybuf4s50_1 (99), nand2_1 (42), a21oi_1 (36)",
        "drive_gt1_share_pct": 5.882,
        "clkbuf_count": 0,
        "design_area_um2": 3313,
        "seq_area_um2": 0,
        "areaGrowthSynthToFinish_pct": 46.62,
    },
    "place": {
        "dp_hpwl_mm": 6.747,
        "place_area_um2": 3313,
        "gp_congestion": 0.9162,
        "io_buffers": 99,
    },
    "setup_path": {
        "critPathKind": "input pin to output port",
        "cp_top_family": "buffers and inverters",
        "path_buffers": 2,
        "worstPathMaxFanout": 5,
        "critical-path-slowest-cell": "clkdlybuf4s50_1",
        "cp.arrival_ps": 8850,
        "cp-end-kind": "output port",
        "path_cells": "clkdlybuf4s50_1 -> fa_1 -> fa_1 -> a211oi_2 -> o21ai_1 -> a211oi_2 -> nor4_2 -> or4_1 -> o311ai_1 -> clkdlybuf4s50_1",
        "critPathLaunchType": "input pin",
        "cpPeakStageDelay_ps": 530,
        "critPathRequiredTime_ps": 21520,
    },
    "drt": {
        "via_count": 2775,
        "postRouteAntennaNets": 0,
        "drcViolationCount": 0,
        "drt_first_pass_iters": 4,
        "post_drt_wl_per_cell_um": 15.17,
        "wl_mm": 7.996,
        "avgViaCountPerCell": 5.266,
        "route.met2.wl_mm": 3.554,
        "met1_length_mm": 3.946,
        "top_layer_used": "met3",
        "num_antenna_cells": 0,
        "initialDrtViolationCount": 152,
        "dr_wl_met3_um": 495,
    },
    "floorplan": {
        "core_um2": 7647,
        "ios": 100,
        "die_h_um": 108,
        "fp_util_pct": 29.55,
        "die_x_um": 108,
        "rows": 32,
        "die-area_um2": 11660,
    },
    "pwr": {
        "p_comb_share_pct": 100.0,
        "power_leakage_nw": 1.318,
        "sw_frac_of_total_pct": 47.10,
        "internal_power_mw": 0.03979,
        "fin_total_pwr_mw": 0.07521,
        "power.density_nw_per_um2": 22.70,
        "p_sw_mw": 0.03543,
        "power_frac_seq_pct": 0,
        "clkPwrFrac_pct": 0,
        "ir_worst_vdd_v": 0.000009972,
    },
    "status": {
        "outcome": "finished, final reports clean",
    },
    "grt": {
        "grt_pass1_wl_mm": 12.99,
        "grt_pass1_vias": 2686,
        "overflow": 0,
        "antenna_found_initial": 0,
        "grt_usage_pct": 13.08,
        "grt_max_degree": 26,
    },
    "clocking": {
        "postCtsSetupBuffers": 0,
        "cts_hold_buffers": 0,
        "postCtsResizedCells": 0,
    },
    "flow_run": {
        "drv_cap": 0,
        "warnings": 33,
    },
}
per-layer routing:
layer  global-route usage [%]  vias up
met4                  0.09542        0
met1                    18.90     1259
li1                         -     1447
met2                    21.03       69
met5                        0        -
met3                    2.289        0
synthesized netlist by cell type (all sizes together), types with 8 or more instances:
cell type	instances	area [µm²]
ha	31	387.9
nand2b	12	75.07
o21ai	23	118.9
o21a	8	61.31
a211oi	10	95.09
clkbuf	12	65.07
a21o	8	60.06
nor2	34	132.6
nor3	19	100.1
nand4	8	50.05
inv	8	30.03
mux2i	8	80.08
a21oi	37	188.9
nand2	42	157.7
final cells by class:
cell class         count  area [µm²]
repair buffers       101        1006
inverters              8       30.03
well taps            102       127.6
fillers              785        4334
multi-input cells    316        2150
metrics by stage:
stage	util, %	setup WS (ps)	instances
4_1_cts	43.32	12650	527
6_report	43.32	12670	527
3_3_place_gp	43.32	12690	527
2_1_floorplan	-	13980	338
3_5_place_dp	43.32	12700	527
5_1_grt	43.32	12520	527
tightest hold or removal path, delay by kind of cell:
kind	cells	cell delay, ps
simple gates	1	90
mux	1	60
buf+inv	3	1020
power by group through the flow:
stage / clock network [mW] / registers, mW / logic, mW
after CTS: 0 / 0 / 0.0759
after global routing: 0 / 0 / 0.0839
final: 0 / 0 / 0.0752
logic make-up after synthesis:
family                     synth area share (%)
and+or+nand+nor                           31.73
adders and majority gates                 18.94
muxes                                     3.544
buffers and inverters                     4.873
xor gates and xnor gates                  3.876
AOI/OAI and AO/OA                         37.04
worst paths after layout:
kind | slack (ps) | start | cells after the start | to
min | 11930 | rst | 5 | sum[15]
max | 12670 | a[0] | 10 | sum[26]
Power figures rest on the tool's default switching activity, not on a simulated workload.
