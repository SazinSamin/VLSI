--- design.v ---
module adder_sub(s, cout, a, b, cin, cnt, clk, rst);
	parameter n = 32;
	input cin, clk, rst;
	input cnt;
	input [n-1:0] a, b;
	output reg cout;
	output reg [n-1:0] s;
	reg [31:0] ai,bi;
	reg ci;
	always @ (posedge clk)
	begin
		ai <= a;
		bi <= b;
		ci <= cin;
		if(~rst)
			s <= 0;
			cout <= 0;
		if(cnt == 0)
			{cout, s} <= ai + bi + ci;
		else if(cnt == 1)
			{cout, s} <= ai - bi - ci;
	end
endmodule
--- run.sh ---
#!/bin/bash
# OpenROAD 26Q1-2900-gdf79404cd8, Yosys 0.63+post, stock flow scripts
make -C /OpenROAD-flow-scripts/flow DESIGN_CONFIG=/design/flow/config.mk WORK_HOME=/design/flow/orfs finish
--- config.mk ---
export PLATFORM = sky130hd
export DESIGN_NAME = adder_sub
export DESIGN_NICKNAME = adder_sub
export VERILOG_FILES = /design/flow/design.v
export SDC_FILE = /design/flow/constraint.sdc
export NUM_CORES = 4
export LEC_CHECK = 1
export CORE_UTILIZATION = 40
--- constraint.sdc ---
current_design adder_sub

set clk_period 8.0
set clk_io_pct 0.2

create_clock -name clk0 -period $clk_period [get_ports {clk}]

set non_clock_inputs [all_inputs -no_clocks]
set_input_delay [expr $clk_period * $clk_io_pct] -clock clk0 $non_clock_inputs
set_output_delay [expr $clk_period * $clk_io_pct] -clock clk0 [all_outputs]
==> out/metrics.cfg <==
[synth]
syn-cell-area_um2 = 6220
synth-seq-cells = 98
synth_cells = 716
ys_seq_share_pct = 31.5
synth-async-reset-ratio_pct = 0
common_cells = inv_1, dfxtp_1, ha_1
synth.largest_area_cell = dfxtp_1
synth-main-ff-cell = dfxtp_1
synthMostInstantiatedCell = inv_1
ys_top_cells_by_area = dfxtp_1, ha_1, inv_1
ys_area_um2 = 6220
yosysWarnings = 1
syn_area_per_cell_um2 = 8.69
synth-edff-count = 0
yosys_cells = 716
yosysTopAreaCellShare_pct = 31.5
ys_types = 64

[setup_path]
critPathMaxFanout = 4
worstRegToRegCells = 13
required_ns = 8.24
reg2reg_from = ai[0]
start_kind = flip-flop
crit_arrival_ns = 3.71
startpoint = ai[0]
criticalPathCategory = reg -> reg
worstSetupEndpointType = flip-flop

[routing]
ant_nets = 0
wirelength_mm = 12.8
drtPass1Iterations = 5
routed-wl-met3_um = 555
num_antenna_cells = 0
drtIter0Drc = 300
wl_met1_mm = 6.38
wire_per_inst_um = 12.7
route.met2.wl_mm = 5.59
dr.max_layer_used = met4
drc = 0
vias_per_cell = 4.95
num_vias = 4981

[clock_tree]
cts_resized = 0
cts_made_buffers = 9
postCtsSetupBuffers = 0
cts.sinks = 98
clock-root-buffer = clkbuf_16
clk_pin_slew_ns = 0.06
clockBufferDepth = 2
cts_tree = built
clock_latency_ns = 0.35
cts_hold_buf = 0
cts_htree_levels = 3

[pwr]
irDropWorstVdd_uv = 115
p_int_w = 0.00109
combPwrFrac_pct = 34.3
power_switching_w = 0.000443
leakage_nw = 3.42
pwr-share-seq_pct = 37.3
power_w = 0.00153
p_clk_share_pct = 28.5
swShare_pct = 28.9
power_density_nw_per_um2 = 199

[placement]
placed_area_um2 = 7400
dpl.hpwl_mm = 10.2
pre_cts_ws_ns = 4.56
gp_congestion = 0.851
portBuffers = 99
placedCellCount = 991

[final_timing]
post-route-min-period_ns = 3.47
drv_slew = 0
relSlewSlack_pct = 57.9
tns_ns = 0
finalClockPeriodUsage_pct = 43.4
rsz0062_at_grt = false
fmax_mhz = 288
fin_ws_ns = 4.53
setup_viol = 0
skew_ns = 0.00607
report.final.hold_viol_count = 0
tightestPinTransition_ns = 0.632

[finish]
layout.area.comb_um2 = 3800
fillCellCount = 1395
final_cells = 1006
final_area_um2 = 7710
regArea_um2 = 1960
area_delta_synth_final_pct = 23.8
drive_above_1_share_pct = 4.40

[global_route]
grt_pass1_wl_mm = 21.5
grt_max_degree = 63
grt_overflow = 0
grt_usage_pct = 16.8
first_global_vias = 4799
grt_antenna_before_repair = 0

[outcome]
status = finished clean

[floorplanning]
rows = 45
die_y_um = 127
fp_util_pct = 40.9
die_area_um2 = 16100
io_pins = 101
die_x_um = 127
coreArea_um2 = 15200

[worst_hold_path]
whs_path_depth = 2
hold_path.class = reg -> reg
min_from = ai[1]

[job]
maxCapViolCount = 0
tool_warnings = 58

-- metrics by stage --
stage	hold WS, ns	util (%)
after floorplan	0.622	-
after global placement	0.667	48.7
after detailed placement	0.661	48.7
after CTS	0.690	50.7
after global routing	0.749	50.7
final	0.676	50.7
-- layout by cell type (no fill, tap or decap), drive strengths merged, types with 14 or more instances in the layout --
cell type	n
nand2	45
ha	93
nor2	44
inv	109
xnor2	45
o21ai	43
a21oi	57
nor3	19
o21bai	14
clkdlybuf4s50	98
dfxtp	98
-- worst max-delay path, cell delays in order, from the launching register on --
cell and delay (ns):
dfxtp_1 0.36, inv_1 0.07, fa_1 0.58, inv_1 0.05
ha_1 0.17, o21ai_0 0.36, a221oi_1 0.19, a221o_1 0.40
a31o_1 0.29, a211oi_4 0.32, o221ai_2 0.15, a21oi_2 0.17
xor2_1 0.16, mux2i_1 0.08
-- area by class of cell --
| class | instances | share of cell area (%) |
|---|---|---|
| multi-input cells | 495 | 49.3 |
| flip-flops and latches | 98 | 25.5 |
| repair buffers | 100 | 12.9 |
| inverters | 110 | 5.36 |
| clock buffers | 13 | 3.51 |
| well taps | 188 | 3.05 |
| clock inverters | 2 | 0.455 |
-- registers in the layout (all words and copies together), names as in the netlist --
signal / count
ai: 32
bi: 32
ci: 1
s: 32
cout: 1
-- per-layer routing --
layer	track usage, %	vias to the layer above
met5	0	-
li1	-	2625
met1	24.1	2226
met3	2.66	19
met2	27.4	111
met4	3.01	0
-- path summary, 6_finish.rpt --
| kind | end | slack, ns |
|---|---|---|
| worst max-delay path | s[31] | 4.53 |
| worst min-delay path | s[0] | 0.68 |
| worst max register to register | s[31] | 4.53 |
| worst min register to register | s[0] | 0.68 |
-- power by group through the flow --
stage	clock (W)	combinational, W	sequential (W)
CTS	0.000455	0.000528	0.000573
global route	0.000471	0.000587	0.000577
finish	0.000436	0.000526	0.000571
-- kinds of logic after synthesis --
| logic type | after synthesis | synth area share [%] |
|---|---|---|
| AND-OR/OR-AND | 180 | 20.1 |
| XOR/XNOR | 56 | 7.88 |
| adder cells (fa/ha/maj) | 97 | 20.0 |
| buffers and inverters | 123 | 7.44 |
| flip-flops | 98 | 31.5 |
| multiplexers | 10 | 1.65 |
| AND/OR/NAND/NOR | 152 | 11.4 |
Power is estimated from default activity; no workload was simulated.
