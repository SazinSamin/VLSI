**flow/config.mk**
```make
export PLATFORM = sky130hd
export DESIGN_NAME = sub32bit
export DESIGN_NICKNAME = sub32bit
export VERILOG_FILES = /design/flow/design.v
export SDC_FILE = /design/flow/constraint.sdc
export NUM_CORES = 4
export LEC_CHECK = 1
export CORE_UTILIZATION = 40
```
**flow/design.v**
```verilog
module sub32bit(clk,rst,a,b,cout,sub);
input [31:0]a,b;
input clk,rst;
output reg [31:0]sub;
output reg cout;
reg [31:0]ai,bi;
	always @(posedge clk) begin
	ai<=a;
	bi<=b;
if (~rst)
	{sub,cout}<= 0;
else
	{sub,cout}<=ai-bi;
end
endmodule
```
**flow/run.sh**
```bash
#!/bin/bash
# OpenROAD 26Q1-2900-gdf79404cd8, Yosys 0.63+post, stock flow scripts
make -C /OpenROAD-flow-scripts/flow DESIGN_CONFIG=/design/flow/config.mk WORK_HOME=/design/flow/orfs finish
```
**flow/constraint.sdc**
```tcl
current_design sub32bit

set clk_period 9.9
set clk_io_pct 0.2

create_clock -name clk0 -period $clk_period [get_ports {clk}]

set non_clock_inputs [all_inputs -no_clocks]
set_input_delay [expr $clk_period * $clk_io_pct] -clock clk0 $non_clock_inputs
set_output_delay [expr $clk_period * $clk_io_pct] -clock clk0 [all_outputs]
```
==> results.py <==
# Metrics from the implementation run
metrics = {
    "outcome": {
        "outcome": "completed",
    },
    "setup_path": {
        "required_ps": 10140,
        "cp_max_fo": 27,
        "path_class": "input pin to flip-flop",
        "crit_arrival_ps": 3990,
        "end_kind": "flip-flop",
        "critPathSlowestCell": "clkdlybuf4s50_1",
        "start_kind": "input pin",
        "cpPeakStageDelay_ps": 760,
        "worstPathCellList": "clkdlybuf4s50_1 > clkinv_1 > a2111oi_2",
    },
    "drt": {
        "dr.pass1.iters": 6,
        "vias_per_cell": 4.75,
        "drc": 0,
        "diodes": 0,
        "vias": 3191,
        "ant_nets": 0,
        "routedWlPerCell_um": 12.5,
        "drtIter0Drc": 120,
        "drt-total-wl_um": 8400,
    },
    "logic_synthesis": {
        "ys_sh_xor": 0.0355,
        "yosysSeqAreaShare": 0.462,
        "async_flop_share": 0,
        "yosysWarnings": 1,
        "top_area_frac": 0.462,
        "yosys_area_um2": 4200,
        "compound_area_frac": 0.186,
        "yosysCellCount": 433,
        "ys_sh_simple": 0.150,
        "adder_share": 0.100,
        "ys.flop_type": "dfxtp_1",
        "top_cells_by_area": "dfxtp_1, ha_1, inv_1",
        "mux_share": 0.0143,
        "synth_flops": 97,
        "yosys.area.top_type": "dfxtp_1",
        "syn-cell-area_um2": 4200,
        "synth_cells": 433,
        "logic_family": "AND-OR/OR-AND gates",
        "synth.distinct_cells": 63,
        "edf_count": 0,
        "avgSynthCellArea_um2": 9.70,
    },
    "finish": {
        "syn_to_final_growth_pct": 30.6,
        "final_cell_mix": "clkdlybuf4s50_1, dfxtp_1, inv_1",
        "design_area_um2": 5480,
        "stdcell_count": 672,
        "mostFrequentLayoutCell": "clkdlybuf4s50_1",
        "drive_gt1_frac": 0.0653,
    },
    "global_route": {
        "overflow": 0,
        "grt_pass1_wl_um": 14300,
        "grt_pass1_vias": 3015,
        "grt_max_degree": 28,
        "grt_usage": 0.167,
        "antenna_found_initial": 0,
    },
    "power": {
        "vdd_ir_drop_max_mv": 0.0789,
        "powerDensity_nw_per_um2": 158,
        "p_leak_uw": 0.00244,
        "power.total_uw": 868,
    },
    "clock_tree": {
        "htreeDepth": 3,
        "cts_resized": 0,
        "cts.clk_slew.worst_paths_ps": 90,
        "cts-root-buf": "clkbuf_8",
        "clock.latency.late_pin_ps": 350,
        "holdBufCountCts": 0,
        "cts.sinks": 97,
        "postCtsSetupBuffers": 0,
        "clk_path_buf_depth": 2,
        "cts_buffers": 9,
        "cts_tree": "built",
    },
    "sta": {
        "finalCritPeriodShare": 0.379,
        "min_period_ps": 3750,
        "hold_viol": 0,
        "worstMarginPinSlew_ps": 778,
        "slew_violations": 0,
        "timing.fmax_mhz": 267,
        "rsz0062_at_grt": "false",
        "clock_skew_ps": 6.99,
        "setup_tns_ps": 0,
        "final-setup-viol-count": 0,
        "fin_hold_ws_ps": 501,
        "relSlewSlack": 0.478,
    },
    "floorplan": {
        "die_w_um": 104,
        "ios": 99,
        "die_area_um2": 10900,
        "core_area_um2": 10200,
        "fp_util": 0.410,
        "fp-row-count": 37,
        "die_h_um": 104,
    },
    "place": {
        "portBuffers": 98,
        "dpl_cell_area_um2": 5290,
        "gp_congestion": 0.856,
        "hpwl_um": 6410,
        "dpl.cell_count": 656,
    },
    "job": {
        "tool_warnings": 25,
        "cap_violations": 0,
    },
    "min_path": {
        "min_path_type": "flip-flop to flip-flop",
    },
}
[power by group]
part           switching (uW)  internal (uW)  total (uW)
logic                    86.4            108         195
clock network             130            113         242
registers                9.84            422         431
total                     226            642         868
[metrics by stage]
| step | util | setup slack (ps) |
|---|---|---|
| 2_1_floorplan | - | 7280 |
| 3_3_place_gp | 0.517 | 5780 |
| 3_5_place_dp | 0.517 | 5750 |
| 4_1_cts | 0.536 | 6110 |
| 5_1_grt | 0.536 | 5980 |
| 6_report | 0.536 | 6150 |
[logic make-up (layout without fill, tap and decap cells)]
family                     Yosys count  after routing
AOI/OAI and AO/OA                  103            103
xor gates and xnor gates            17             17
adders and majority gates           33             33
buffers and inverters               53            156
DFF                                 97             97
muxes                                6              6
and+or+nand+nor                    124            124
[state kept, by name (all words and copies together) (netlist names)]
| signal | cells |
|---|---|
| ai | 32 |
| cout | 1 |
| sub | 32 |
| bi | 32 |
[final timing paths]
kind / depth (start not counted) / start / to / slack (ps)
max: 3 / rst / sub[31] / 6150
min reg2reg: 2 / bi[0] / cout / 500
max reg2reg: 10 / ai[0] / sub[25] / 7410
min: 2 / bi[0] / cout / 500
[worst max-delay path: cells and delay by family]
| family | cells | cell delay [ps] |
|---|---|---|
| compound gates | 1 | 490 |
| buf+inv | 2 | 1520 |
[layout make-up]
type,instances,area (um2)
clock buffers,13,169
clock inverters,3,23.8
fillers,919,4750
inverters,42,158
multi-input cells,283,2040
flip-flops and latches,97,1940
well taps,136,170
repair buffers,98,981
[synth_stat cells (2+ instances only)]
master and instances:
a21o_1 18, a21oi_1 30, a21oi_2 2, a31oi_1 3, a31oi_2 2, and2_1 4
and3_1 8, and4_1 2, buf_2 3, buf_6 2, clkbuf_1 6, dfxtp_1 97
ha_1 32, inv_1 41, mux2i_1 6, nand2_1 31, nand2b_1 11, nand3_1 8
nand4_1 4, nor2_1 31, nor2b_1 4, nor3_1 12, o211ai_1 4, o21a_1 6
o21ai_0 7, o21ai_1 5, o21bai_1 2, o221ai_1 2, xnor2_1 9, xor2_1 8
[layer usage]
metal  vias up  global-route usage  routed length, um  part of all wire
met2        68               0.278               3870              0.46
li1       1683                   -                  -                 -
met4         0              0.0122                 76            0.0090
met5         -                   0                  0                 0
met1      1434               0.244               4070              0.48
met3         6              0.0301                377             0.045
No activity file was given, so power comes from the tool's default toggle rates.
